==> /design/flow/design.v <==
module ram_sp_sync_read(
    input clk,
	input [7:0] data_in,   
	input [3:0] address,   
	input write_en,        
	output [7:0] data_out  
    );
	reg [7:0] ram [0:15];
	reg [3:0] addr_buff;
	always @(posedge clk) begin
	    if (write_en) begin
		    ram[address] <= data_in;
	    end
		addr_buff <= address;
	end
	assign data_out = ram[addr_buff];
endmodule
==> /design/flow/run.sh <==
#!/bin/bash
# OpenROAD 26Q1-2900-gdf79404cd8, Yosys 0.63+post, stock flow scripts
make -C /OpenROAD-flow-scripts/flow DESIGN_CONFIG=/design/flow/config.mk WORK_HOME=/design/flow/orfs finish
==> /design/flow/config.mk <==
export PLATFORM = sky130hd
export DESIGN_NAME = ram_sp_sync_read
export DESIGN_NICKNAME = ram_sp_sync_read
export VERILOG_FILES = /design/flow/design.v
export SDC_FILE = /design/flow/constraint.sdc
export NUM_CORES = 4
export LEC_CHECK = 1
export CORE_UTILIZATION = 30
==> /design/flow/constraint.sdc <==
current_design ram_sp_sync_read

set clk_period 6.3
set clk_io_pct 0.2

create_clock -name clk0 -period $clk_period [get_ports {clk}]

set non_clock_inputs [all_inputs -no_clocks]
set_input_delay [expr $clk_period * $clk_io_pct] -clock clk0 $non_clock_inputs
set_output_delay [expr $clk_period * $clk_io_pct] -clock clk0 [all_outputs]
==> Changelog: implementation <==
## Flow update

- Result of the run: completed
- Clock-pin slew reported for the worst setup and hold paths after clock tree synthesis: around 0.05 ns
- Post-cts hold-fix buffer tally: 0
- Tally of nets with antenna violations remaining after routing: 0
- Maximum number of pins on one net before global-route repair: 33
- Worst rel slew slack: 0.413
- Final-report setup violation count: 0
- Number of buffers created by CTS: 17
- Die boundary width: 132 um
- Via count of the first global-routing pass: 2669
- Ratio of total power to cell area: around 340 nW/um^2
- Quantity of gates resized following cts: 0
- Post-synthesis async set-or-reset flop share: 0
- Register cell area after layout: between 3000 and 4000 sq um
- Count of cell types in the netlist: 19
- Count of flip-flops with a built-in enable after synthesis: 128
- Largest registers ranked by flip-flop count: ram (128)
- Filler cell count in the final layout: roughly 1500
- Multi-input gate area in the final layout: 1060 sq um
- Yosys stat area: slightly above 5000 sq um
- Global router's overall resource usage: 0.130
- Share of power burned in registers: 0.465
- Achievable Freq: about 0.25 GHz
- Number of buffers added for setup after CTS: 0
- Post-layout min period: ~4.1 ns
- FP Util: 0.307
- Final cycle utilization of the critical path: 0.643
- Register name with the most flops: ram
- Number of antenna violations at the first check in global routing: 0
- Cell Count Post-Placement: around 470
- CP Capture Type: primary output
- Net Sw Power: roughly 0.38 mW
- Drt total wl: roughly 10000 um
- Clock Tree Buf Depth: 2
- Mean cell area of the mapped netlist: about 23 sq um
- Total gr overflow: 0
- Count of pins on the block boundary: 22
- Final Max Tran Viols: 0
- Number of warning messages in the logs: 25
- First-pass GRT wire length: around 15000 um
- Worst Setup Path Type: reg2out
- Min Hold Slack: around 1.4 ns
- Final std cells w/o fill: 502
- Half-perimeter wire length of the detailed placement result: 6310 um
- Clock root buffer: clkbuf_16
- Number of DRC violations after detailed routing: 0
- Clk sinks: 132
- Static power due to leakage: roughly 2.0 nW
- Cell Rows: between 40 and 50
- Worst voltage drop across the vdd grid: roughly 0.00018 V
- Routed wirelength normalized by instance count: 19.9 um
- YS warnings: 1
- Top flip-flop cell by instance count after synthesis: edfxtp_1
- Syn Inst Count: between 200 and 250
- Hold/Removal Path Class: in2reg
- Maxcap violations: 0
- Data arrival, critical path: 2.79 ns
- Ratio of cells with drive above 1 in the final layout: 0.216
- Internal power: approximately 1.7 mW
- Violation count after the first detailed-route iteration: ~170
- Antenna cell count: 0
- Vertical extent of the die: roughly 130 um
- Highest net fanout along the worst path: 25
- Final core area utilization: 0.376
- Ys flops: about 130
- Number of H-tree levels: 4
- Drt pass-1 iters: 4
- Netlist area before placement: about 5100 sq um
- Master of the slowest instance on the critical path: mux4_1
- Routability cong.: ~0.76
- Switching Fraction: 0.181
- Number of I/O port buffers: 21
- Core area: approximately 17000 sq um
- Critical path startpoint category: flip-flop
- Slew of the pin with the lowest slew margin: 0.877 ns
- Part of the power in the clock network: 0.490
- Fraction of power consumed by combinational cells: 0.045
- Clock tree from TritonCTS: done
- Synth-to-Final Area Change: 22.5%
- Cells in synth_stat.txt: approximately 230
- Hold violation total from the final report: 0
- CP required: between 5 and 6 ns
- Total number of vias: approximately 2400
- DR vias/cell: 4.83
- Total Neg Setup Slack: 0 ns
- DIE AREA: roughly 17000 sq um
- Post-synth seq share: 0.774
- Cells along the critical path: buf_4 -> mux4_1 -> a22oi_1 -> nand2_1 -> clkdlybuf4s50_1
- Slowest cell delay on critical path: 0.61 ns
- RSZ-0062 raised after global routing: false
- Number of flip-flops in the largest register: 128
worst paths after layout:
check / endpoint / start / cells past startpoint
setup / recovery: data_out[1] / flip-flop / 5
hold / removal: flip-flop / address[3] / 1
critical path, delay by kind of cell, from the launching register on:
kind                   cells  cell delay (ns)
AOI/OAI and AO/OA          1             0.33
muxes                      1             0.61
buffers and inverters      2             0.86
DFF                        1             0.48
and+or+nand+nor            1             0.09
layer usage:
metal  global-route usage  wire length [um]  part of all wire
met5                    0                 0                 0
met2                0.196              4760              0.48
met3                0.100              1470              0.15
met4               0.0168               104             0.010
met1                0.154              3660              0.37
layout by cell type (no fill, tap or decap):
cell type	Yosys	final
and2_1	1	1
clkbuf_1	0	5
dfxtp_1	4	3
clkinv_2	0	1
nor2_1	13	13
mux4_1	14	14
mux4_2	18	18
clkdlybuf4s50_1	0	21
nor3_1	4	4
nand2_1	9	9
clkbuf_16	0	17
nand2b_1	2	2
dfxtp_2	0	1
clkinvlp_4	0	3
nand3_1	1	1
buf_4	1	14
clkbuf_8	0	1
a22oi_1	16	16
bufinv_16	0	5
nand3b_1	2	2
and2b_1	1	1
nor2b_1	1	1
or3b_2	1	1
edfxtp_1	128	128
synth_stat cells, types with 3 or more instances:
master	count	area [sq um]
clkdlybuf4s25_2	3	30.0
dfxtp_1	4	80.1
nor2_1	13	48.8
buf_2	3	15.0
mux4_1	14	368
edfxtp_1	128	3840
mux4_2	18	405
a22oi_1	16	120
nor3_1	4	20.0
buf_6	3	33.8
nand2_1	9	33.8
cells by family after synthesis:
kind of cell / count (synthesis) / share of synthesized area
AOI/OAI and AO/OA: 16 / 0.0237
buffers and inverters: 10 / 0.0170
DFF: 132 / 0.774
muxes: 32 / 0.153
and+or+nand+nor: 35 / 0.0323
per-stage QoR:
step                setup WS (ns)  instance area, sq um  total power [mW]
CTS                          2.18                  6210              2.14
detailed placement           2.64                  5570              1.10
floorplan                    3.55                  5070              1.05
global route                 2.05                  6210              2.19
global placement             2.62                  5570              1.10
finish                       2.25                  6210              2.13
power by group through the flow:
stage	clock, mW	combinational, mW	sequential (mW)
finish	1.04	0.0966	0.988
global route	1.10	0.106	0.989
CTS	1.06	0.0988	0.988
layout make-up:
type,instances,share of cell area
clock buffers,23,0.0738
clock inverters,9,0.0286
multi-input cells,83,0.170
flip-flops and latches,132,0.632
well taps,220,0.0443
repair buffers,35,0.0508
Power is estimated from default activity; no workload was simulated.
