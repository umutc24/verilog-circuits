### run.sh
#!/bin/bash
# OpenROAD 26Q1-2900-gdf79404cd8, Yosys 0.63+post, stock flow scripts
make -C /OpenROAD-flow-scripts/flow DESIGN_CONFIG=/design/flow/config.mk WORK_HOME=/design/flow/orfs finish
### config.mk
export PLATFORM = sky130hd
export DESIGN_NAME = ram_dp_async_read
export DESIGN_NICKNAME = ram_dp_async_read
export VERILOG_FILES = /design/flow/design.v
export SDC_FILE = /design/flow/constraint.sdc
export NUM_CORES = 4
export LEC_CHECK = 1
export CORE_UTILIZATION = 50
### constraint.sdc
current_design ram_dp_async_read

set clk_period 2.7
set clk_io_pct 0.2

create_clock -name clk0 -period $clk_period [get_ports {clk}]

set non_clock_inputs [all_inputs -no_clocks]
set_input_delay [expr $clk_period * $clk_io_pct] -clock clk0 $non_clock_inputs
set_output_delay [expr $clk_period * $clk_io_pct] -clock clk0 [all_outputs]
### design.v
module ram_dp_async_read
        #(parameter WIDTH =8,
		  parameter DEPTH =16,
		  parameter DEPTH_LOG = $clog2(DEPTH))
        (input clk, 
		 input we_n, 
		 input [DEPTH_LOG-1:0] addr_wr,  
		 input [DEPTH_LOG-1:0] addr_rd, 
		 input [WIDTH-1:0] data_wr, 
		 output [WIDTH-1:0]data_rd
		); 
    reg [WIDTH-1:0] ram [0:DEPTH-1];
    always @(posedge clk) begin   
        if (we_n)   
            ram[addr_wr] <= data_wr;   
    end
    assign data_rd = ram[addr_rd];  
endmodule 
==> out/writeup.txt <==
The flow ran to the end, and the final reports show no timing, DRC or antenna violations. With the count of flip-flops with a built-in enable after synthesis at 128, the internal power contribution is 3760 uW. Hold-check failures listed in the final report amount to 0. The critical path maximum fanout is 10.

For the number of violations of the max-capacitance limit, the log shows 0. The part of the cycle the worst path needs is 0.981, and the combined area of all synthesized cells is 4990 um2. The transition time of the tightest slew-check pin works out to 565 ps. The power share of the combinational group was 0.061.

The cell count after synthesis came out at 221. The largest net degree at the start of global routing was 17; the total antenna diodes in the routed design was 0. Sorting the synthesized cells by area gives the leading types as sky130_fd_sc_hd__edfxtp_1 77%, sky130_fd_sc_hd__mux4_2 8.1%, sky130_fd_sc_hd__mux4_1 7.4%, sky130_fd_sc_hd__a22oi_1 2.4%, sky130_fd_sc_hd__nor2_1 0.98%. The die covers 10400 um2. The number of DRC markers after the initial detailed-route iteration is 129.

The sequential fraction of the synthesis area was 0.771; the average via count per standard cell was 5.62. TritonCTS built the clock tree. The placed instance count was 395; the overflow left after global routing was 0. The number of warnings printed during yosys synthesis was 1; the area growth from synthesis to layout was 25.5%.

The logs give 0 for the hold buffer count at cts and 0 for the setup-violating endpoint count in the final report. The number of port buffers was 25; the number of global-route vias before repair was 2665. The maximum level of the CTS H-tree came out at 4. The total via count after detailed routing is 2421. The register with the most flip-flops in the layout has 128 of them. The die width was 102 um; the worst path required time was 2160 ps. The logs give 0.480 for the portion of total power attributed to sequential cells and 0.459 for the share of power burned in the clock network. Last weighted congestion value of the routability-driven placer: 0.784.

The logs give 36 for the number of core rows and 0.643 for the core occupancy in the finished layout. For this run, the number of standard cells in the final layout without fillers is 431. The tree built by TritonCTS fans out to 128 sinks. The antenna violation net count after detailed routing is 0. The commonest cells after synthesis are 128 x sky130_fd_sc_hd__edfxtp_1, 18 x sky130_fd_sc_hd__mux4_2, 16 x sky130_fd_sc_hd__a22oi_1.

Leakage component of the power: 0.00209 uW. The minimum setup slack in the final design was 50.6 ps. CTS placed an instance of sky130_fd_sc_hd__clkbuf_8 at the clock tree root. The run gives 0 for the share of flip-flops with an asynchronous set or reset after synthesis.

Counting flops and latches in the post-synthesis netlist gives 128. The run gives 0.513 for the initial cell density of the core. For this sky-water flow run, the detailed-routed wirelength per cell is reported as 22.2 um. In the final layout, the registers with the most flip-flops are ram x128. The number of antenna violations at the first check in global routing came out at 0. The mean instance size in the synthesized netlist was 22.6 um2; the worst-case setup slack after placement was -271 ps.

The type of the most critical hold path is primary input to flip-flop. In this run the critical path is formed by buf_6 > buf_12 > mux4_1 > a22oi_2 > nand2_1 > clkdlybuf4s50_1. For the number of ports placed on the die boundary, the log shows 26.

The run gives 367 uV as the maximum VDD drop. In this run the deepest clock path goes through 2 buffers. Time the final worst path needs with I/O delays and setup: 2650 ps.

For the number of distinct standard cells referenced by the synthesized netlist, the log shows 18. By startpoint and endpoint, the worst setup path is classified as primary input to output port. ram holds more flip-flops than any other register. The timing report shows that the slowest cell on the worst path is sky130_fd_sc_hd__mux4_1. For this design the total switching power over the nets is 902 uW. The cell depth of the worst min-delay path is 1, and the post-synthesis chip area from yosys is 4990 um2.

With the timing-limited maximum frequency at 0.377 GHz, the worst slew margin relative to its limit is 0.622. For reference, the final report shows the max-slew violation count at 0. With the total routing usage reported by global routing at 0.226, the power per standard cell area is 746 nW/um2. The first detailed-routing pass ran for 4 iterations.

The area share of the largest cell type after synthesis is 0.771. The tools report the CTS buffer count as 17. The predominant post-synthesis flop cell was sky130_fd_sc_hd__edfxtp_1. The DRC violation total left in the routed layout is recorded as 0. The critical path's largest stage delay is 570 ps, and the arrival time reported for the critical path endpoint is 2110 ps. The die span in y works out to 102 um.

The OpenROAD warning count was 25; the core box area was 9730 um2. With the switching power share of the total at 0.193, the final wirelength is 9570 um. The final hold slack was 985 ps. The layout cell share with drive strength beyond 1 is 0.349.

Top cell type by total area after synthesis: sky130_fd_sc_hd__edfxtp_1. The worst setup path is captured at an output port. The placed wire-length estimate was 6010 um. The registers of the reported paths see a clock transition of 60 ps. The most frequently used library cell after synthesis is sky130_fd_sc_hd__edfxtp_1.

The number of cells reported by Yosys stat comes to 221. The first global-routing pass estimated 14600 um of wire. The category of the worst setup path launch point is a primary input. After filler insertion, the fill cell instance count of the layout stands at 673.
[cells in the final DEF (no fill, tap or decap)]
| cell type | n |
|---|---|
| sky130_fd_sc_hd__a22oi_1 | 5 |
| sky130_fd_sc_hd__nor2_4 | 1 |
| sky130_fd_sc_hd__nor2_1 | 12 |
| sky130_fd_sc_hd__buf_12 | 6 |
| sky130_fd_sc_hd__buf_6 | 1 |
| sky130_fd_sc_hd__and2_1 | 1 |
| sky130_fd_sc_hd__nor3_1 | 4 |
| sky130_fd_sc_hd__nand2b_1 | 2 |
| sky130_fd_sc_hd__clkinv_4 | 1 |
| sky130_fd_sc_hd__nand3b_1 | 2 |
| sky130_fd_sc_hd__clkbuf_1 | 1 |
| sky130_fd_sc_hd__clkdlybuf4s50_1 | 20 |
| sky130_fd_sc_hd__or3b_2 | 1 |
| sky130_fd_sc_hd__clkinv_2 | 5 |
| sky130_fd_sc_hd__clkinv_1 | 2 |
| sky130_fd_sc_hd__clkbuf_8 | 1 |
| sky130_fd_sc_hd__nand3_1 | 1 |
| sky130_fd_sc_hd__buf_2 | 1 |
| sky130_fd_sc_hd__clkbuf_16 | 16 |
| sky130_fd_sc_hd__edfxtp_1 | 128 |
| sky130_fd_sc_hd__dlymetal6s2s_1 | 3 |
| sky130_fd_sc_hd__mux4_1 | 3 |
| sky130_fd_sc_hd__and2b_4 | 1 |
| sky130_fd_sc_hd__nor2b_1 | 1 |
| sky130_fd_sc_hd__buf_16 | 2 |
| sky130_fd_sc_hd__buf_4 | 23 |
| sky130_fd_sc_hd__a22oi_2 | 11 |
| sky130_fd_sc_hd__nand2_1 | 9 |
| sky130_fd_sc_hd__bufinv_16 | 3 |
| sky130_fd_sc_hd__clkinvlp_4 | 2 |
| sky130_fd_sc_hd__mux4_2 | 29 |
[final timing paths]
path                    from          to
setup / recovery  addr_rd[0]  data_rd[2]
hold / removal    data_wr[6]   ram[7][6]
[critical path, delay by kind of cell]
family	cells	cell delay, ps
AOI/OAI and AO/OA	1	210
buffers and inverters	3	710
muxes	1	570
and+or+nand+nor	1	80
[power groups by stage]
stage | registers [uW] | clock network (uW) | logic (uW)
4_1_cts | 2240 | 2170 | 278
5_1_grt | 2240 | 2260 | 308
6_report | 2240 | 2140 | 285
[metrics by stage]
step           setup TNS [ps]  power [uW]  area, um2
5_1_grt                 -3.05        4810       6260
3_3_place_gp            -1770        2530       5560
2_1_floorplan               0        2390       4990
6_report                    0        4670       6260
3_5_place_dp            -1760        2530       5560
4_1_cts                     0        4690       6210
[cell type report]
cell class                      instances  area (um2)  share of cell area
Sequential cell                       128        3840               0.614
Multi-Input combinational cell         83        1080               0.173
Timing Repair Buffer                   56         602              0.0962
Clock buffer                           18         418              0.0668
Tap cell                              133         166              0.0266
Clock inverter                         13         146              0.0234
[metal layers]
layer	track usage	routed length [um]
met1	0.372	3780
met3	0.116	1070
met4	0.0385	171
met2	0.322	4540
met5	0.0144	0
[timing repair]
action / in CTS / in global routing
setup buffers: 0 / 3
setup endpoints to repair: 8 / 8
resized: 23 / 18
cloned: 2 / 0
pin swaps: 0 / 7
[logic make-up (layout without fill, tap and decap cells)]
group	count (synthesis)	count (layout)	share of synthesized area
buffers and inverters	10	87	0.0173
multiplexers	32	32	0.155
flip-flops	128	128	0.771
AND-OR/OR-AND	16	16	0.0241
AND/OR/NAND/NOR	35	35	0.0329
Power is estimated from default activity; no workload was simulated.
