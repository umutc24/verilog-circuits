==> ./design.v <==
module fifo_sync
    #( parameter FIFO_DEPTH = 8,
	   parameter DATA_WIDTH = 32)
	(input clk, 
     input rst_n,
     input cs,      
     input wr_en, 
     input rd_en, 
     input [DATA_WIDTH-1:0] data_in, 
     output reg [DATA_WIDTH-1:0] data_out, 
	 output empty,
	 output full); 
    localparam FIFO_DEPTH_LOG = $clog2(FIFO_DEPTH);
	reg [DATA_WIDTH-1:0] fifo [0:FIFO_DEPTH-1];
	reg [FIFO_DEPTH_LOG:0] write_pointer;
	reg [FIFO_DEPTH_LOG:0] read_pointer;
    always @(posedge clk or negedge rst_n) begin
	    if(!rst_n)
		    write_pointer <= 0;
		else if (cs && wr_en && !full)
	        write_pointer <= write_pointer + 1'b1;
	end
	always @(posedge clk or negedge rst_n) begin
	    if(!rst_n)
		    read_pointer <= 0;
		else if (cs && rd_en && !empty)
	        read_pointer <= read_pointer + 1'b1;
	end
    assign empty = (read_pointer == write_pointer);
	assign full  = (read_pointer == {~write_pointer[FIFO_DEPTH_LOG], write_pointer[FIFO_DEPTH_LOG-1:0]});
    always @(posedge clk) begin
	    if (cs && wr_en && !full)
	        fifo[write_pointer[FIFO_DEPTH_LOG-1:0]] <= data_in;
	end
	always @(posedge clk or negedge rst_n) begin
	    if (!rst_n)
		    data_out <= 0;
		else if (cs && rd_en && !empty)
	        data_out <= fifo[read_pointer[FIFO_DEPTH_LOG-1:0]];
	end
endmodule
==> ./run.sh <==
#!/bin/bash
# OpenROAD 26Q1-2900-gdf79404cd8, Yosys 0.63+post, stock flow scripts
make -C /OpenROAD-flow-scripts/flow DESIGN_CONFIG=/design/flow/config.mk WORK_HOME=/design/flow/orfs finish
==> ./config.mk <==
export PLATFORM = sky130hd
export DESIGN_NAME = fifo_sync
export DESIGN_NICKNAME = fifo_sync
export VERILOG_FILES = /design/flow/design.v
export SDC_FILE = /design/flow/constraint.sdc
export NUM_CORES = 4
export LEC_CHECK = 1
export CORE_UTILIZATION = 30
==> ./constraint.sdc <==
current_design fifo_sync

set clk_period 12.5
set clk_io_pct 0.2

create_clock -name clk0 -period $clk_period [get_ports {clk}]

set non_clock_inputs [all_inputs -no_clocks]
set_input_delay [expr $clk_period * $clk_io_pct] -clock clk0 $non_clock_inputs
set_output_delay [expr $clk_period * $clk_io_pct] -clock clk0 [all_outputs]
==> out/results.tsv <==
stage	metric	value	unit
sta	slew-limit-headroom	0.497	
clock_tree	clk_latency	0.55	ns
clock_tree	cts_tree	yes	
worst_setup_path	r2r_slack	9.35	ns
hold_path	whs_endpoint	data_out[8]$_DFFE_PN0P_	
die	die-area	38200	um^2
routing	drcViolationCount	0	
clock_tree	numCtsBuffers	30	
worst_setup_path	worstRegToRegCells	6	
clock_tree	htree_levels	1	
hold_path	min_path_type	flip-flop to flip-flop	
worst_setup_path	max_stage_delay	0.71	ns
routing	ant_nets	0	
die	fp.coreArea	36700	um^2
global_route	grt_max_degree	69	
yosys	syn_area	11200	um^2
hold_path	hp-start	data_out[8]$_DFFE_PN0P_	
power	finalPower	2.98	mW
die	die_width	195	um
die	die_y	195	um
hold_path	hold_path_depth	2	
power	p_per_area	220	nW/um^2
routing	drt_wl_total	21400	um
routing	via_per_inst	4.66	
sta	finalCritPeriodShare	0.391	
yosys	syn_area_per_cell	21.4	um^2
worst_setup_path	worstReg2RegStart	read_pointer[2]$_DFFE_PN0P_	
routing	dr.first_iter.drc_count	180	
global_route	track_usage	0.125	
routing	wl_per_cell	19.4	um
job	warnings	25	
worst_setup_path	path_cells	xnor2_2 > nand2_1 > nor3_1 > clkdlybuf4s50_1	
worst_setup_path	slowest_stage	dfrtp_4	
sta	fmax	205	MHz
sta	setup_viol	0	
worst_setup_path	critPathLaunchType	flip-flop	
worst_setup_path	path_class	flip-flop to output pin	
sta	fin_crit	4.89	ns
power	peakVddDrop	96.6	uV
clock_tree	post_cts_buffers	0	
die	fp_util	0.306	
global_route	grt_pass1_wl	34000	um
global_route	antenna_found_initial	1	
power	leakage	4.42	nW
job	max_cap_viol_count	0	
sta	grt_setup_unrepaired	no	
die	num_io_pins	71	
worst_setup_path	cp_max_fo	36	
routing	drt_pass1_iterations	4	
clock_tree	cts_root_buffer	clkbuf_16	
yosys	synth_flops	296	
worst_setup_path	critPathArrivalTime	2.39	ns
worst_setup_path	required	10.00	ns
yosys	yosysChipArea	11200	um^2
routing	via_count	5152	
yosys	ys_warn_count	1	
worst_setup_path	reg2reg_to	fifo[1][14]$_DFFE_PP_	
layout	layout_top_cells	edfxtp_1, clkdlybuf4s50_1, mux4_2, dfrtp_1	
global_route	grt_pass1_vias	5759	
layout	postLayoutCoreUtil	0.369	
outcome	outcome	finished clean	
layout	drive_gt1_frac	0.224	
sta	hold_viol_final	0	
layout	final_common_cell	edfxtp_1	
placed_design	dp_hpwl	12800	um
placed_design	port_buffers	70	
global_route	grt-ovfl-total	0	
yosys	ys_types	21	
clock_tree	postCtsHoldBufs	0	
clock_tree	numClockSinks	296	
clock_tree	clockBufferDepth	3	
sta	tns	0	ns
sta	tightest_slew	0.755	ns
yosys	netlist_instances	525	
worst_setup_path	cp-end-kind	output pin	
yosys	postSynthSeqShare	0.774	
sta	final.setup_skew	0.0176	ns
routing	num_antenna_cells	0	
yosys	ys_cells	525	
clock_tree	ctsResizeCount	0	
die	fp-row-count	70	
layout	area_growth_syn_to_layout	20.7	%
sta	slew_violations	0	
clock_tree	path_clk_slew	0.06	ns
placed_design	routabilityCongestion	0.756	
-- metal layers --
metal  routed length (um)  share of wire  vias to the layer above  global-route usage
met5                   13        0.00061                        -                   0
met4                  242          0.011                        2              0.0134
met3                 2470           0.12                       26              0.0689
met2                10300           0.48                      232               0.191
met1                 8440           0.39                     2587               0.172
li1                     -              -                     2305                   -
-- sequential cells by signal, summed over array words and instances (netlist names) --
signal         flops
fifo             256
data_out          32
read_pointer       4
write_pointer      4
-- logic make-up after synthesis --
| group | count (synthesis) | synth area share |
|---|---|---|
| flip-flops | 296 | 0.774 |
| multiplexers | 98 | 0.159 |
| AND/OR/NAND/NOR | 53 | 0.0193 |
| AND-OR/OR-AND | 34 | 0.0172 |
| buffers and inverters | 30 | 0.0166 |
| XOR/XNOR | 12 | 0.0114 |
| adder cells (fa/ha/maj) | 2 | 0.00223 |
-- layout make-up --
| cell class | instances | area (um^2) |
|---|---|---|
| clock inverters | 18 | 230 |
| repair buffers | 86 | 816 |
| well taps | 468 | 586 |
| fillers | 3271 | 23100 |
| multi-input cells | 199 | 2400 |
| clock buffers | 38 | 811 |
| flip-flops and latches | 296 | 8700 |
| inverters | 1 | 3.75 |
-- worst max-delay path: cells and delay by family, from the launching register on --
kind / cells / cell delay (ns)
xor+xnor: 1 / 0.36
buf+inv: 1 / 0.49
simple gates: 2 / 0.29
flops: 1 / 0.71
-- how the worst max path moves through the flow --
stage                                       start    end  slack [ns]  cells after the start
after CTS             read_pointer[1]$_DFFE_PN0P_  empty        7.58                      4
after global routing  read_pointer[1]$_DFFE_PN0P_   full        7.45                      4
final                 read_pointer[1]$_DFFE_PN0P_  empty        7.61                      4
-- cell usage after synthesis, drive strengths merged --
| cell | count | area, um^2 |
|---|---|---|
| xor2 | 4 | 35.0 |
| dfrtp | 40 | 1000 |
| mux2 | 2 | 22.5 |
| nor3 | 4 | 20.0 |
| a21oi | 32 | 160 |
| mux4 | 64 | 1440 |
| buf | 25 | 168 |
| nand2b | 3 | 18.8 |
| xnor2 | 8 | 92.6 |
| inv | 1 | 3.75 |
| ha | 2 | 25.0 |
| edfxtp | 256 | 7690 |
| nand2 | 7 | 26.3 |
| mux2i | 32 | 320 |
| nor2 | 37 | 139 |
| a41oi | 2 | 32.5 |
| nand4 | 2 | 12.5 |
| clkbuf | 4 | 15.0 |
-- report_power, final --
part	leakage (nW)	switching [mW]	internal, mW
Combinational	1.16	0.353	0.408
Sequential	2.75	0.0895	1.21
Clock	0.505	0.356	0.561
Total	4.42	0.798	2.18
-- through the flow --
stage	instances	setup WS [ns]	instance area, um^2	hold WS, ns
2_1_floorplan	525	6.85	11200	0.470
3_3_place_gp	1050	7.50	12500	0.512
3_5_place_dp	1050	7.48	12500	0.523
4_1_cts	1106	7.58	13500	0.537
5_1_grt	1106	7.45	13500	0.556
6_report	1106	7.61	13500	0.527
Power and IR drop assume default switching activity.
